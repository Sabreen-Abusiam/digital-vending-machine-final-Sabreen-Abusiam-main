==> design/flow/design.v <==
`timescale 1ns/1ps
module alu_vending (
  input  wire [4:0] a,
  input  wire [4:0] b,
  input  wire [2:0] op,
  output reg  [4:0] result,
  output wire       greater_or_equal
);
  assign greater_or_equal = (a >= b);
  always @(*) begin
    case (op)
      3'b000: result = a + b;
      3'b001: result = a - b;
      3'b010: result = 5'd0;
      default: result = 5'd0;
    endcase
  end
endmodule
module ex50(
  input  wire       clk,
  input  wire       rst,
  input  wire [3:0] coin,
  input  wire       coin_insert,
  input  wire [1:0] product_sel,
  input  wire       dispense_req,
  output reg  [4:0] total,
  output reg  [4:0] change,
  output reg        dispense,
  output reg        error,
  output reg  [2:0] state
);
  localparam S_IDLE     = 3'd0;
  localparam S_ACCEPT   = 3'd1;
  localparam S_CHECK    = 3'd2;
  localparam S_DISPENSE = 3'd3;
  localparam S_ERROR    = 3'd4;
  reg [4:0] price;
  always @(*) begin
    case (product_sel)
      2'd0: price = 5'd5;
      2'd1: price = 5'd10;
      2'd2: price = 5'd15;
      2'd3: price = 5'd20;
      default: price = 5'd5;
    endcase
  end
  wire valid_coin = (coin == 4'd1) || (coin == 4'd5) || (coin == 4'd10);
  reg  [4:0] alu_a, alu_b;
  reg  [2:0] alu_op;
  wire [4:0] alu_result;
  wire       alu_greater_or_equal;
  alu_vending alu_uut(
    .a(alu_a),
    .b(alu_b),
    .op(alu_op),
    .result(alu_result),
    .greater_or_equal(alu_greater_or_equal)
  );
  reg [2:0] next_state;
  reg [4:0] next_total;
  reg [4:0] next_change;
  reg       next_error;
  always @(*) begin
    next_state  = state;
    next_total  = total;
    next_change = change;
    next_error  = error;
    dispense = 1'b0;
    alu_a  = total;
    alu_b  = 5'd0;
    alu_op = 3'b000;
    if (coin_insert && valid_coin)
      next_error = 1'b0;
    case (state)
      S_IDLE: begin
        next_change = 5'd0;
        if (coin_insert) begin
          if (valid_coin) begin
            next_state = S_ACCEPT;
          end else begin
            next_error = 1'b1;
            next_state = S_ERROR;
          end
        end
      end
      S_ACCEPT: begin
        alu_a  = total;
        alu_b  = {1'b0, coin};
        alu_op = 3'b000;
        next_total = alu_result;
        next_state = S_CHECK;
      end
      S_CHECK: begin
        if (coin_insert) begin
          if (valid_coin) begin
            next_state = S_ACCEPT;
          end else begin
            next_error = 1'b1;
            next_state = S_ERROR;
          end
        end else if (dispense_req) begin
          alu_a  = total;
          alu_b  = price;
          alu_op = 3'b010;
          if (alu_greater_or_equal) next_state = S_DISPENSE;
          else                      next_state = S_CHECK;
        end
      end
      S_DISPENSE: begin
        alu_a  = total;
        alu_b  = price;
        alu_op = 3'b001;
        next_change = alu_result;
        dispense    = 1'b1;
        next_total  = 5'd0;
        next_state  = S_IDLE;
      end
      S_ERROR: begin
        next_total  = 5'd0;
        next_change = 5'd0;
        next_state  = S_IDLE;
      end
      default: next_state = S_IDLE;
    endcase
  end
  always @(posedge clk) begin
    if (rst) begin
      state  <= S_IDLE;
      total  <= 5'd0;
      change <= 5'd0;
      error  <= 1'b0;
    end else begin
      state  <= next_state;
      total  <= next_total;
      change <= next_change;
      error  <= next_error;
    end
  end
endmodule
==> design/flow/run.sh <==
#!/bin/bash
# OpenROAD 26Q1-2900-gdf79404cd8, Yosys 0.63+post, stock flow scripts
make -C /OpenROAD-flow-scripts/flow DESIGN_CONFIG=/design/flow/config.mk WORK_HOME=/design/flow/orfs finish
==> design/flow/config.mk <==
export PLATFORM = sky130hd
export DESIGN_NAME = ex50
export DESIGN_NICKNAME = ex50
export VERILOG_FILES = /design/flow/design.v
export SDC_FILE = /design/flow/constraint.sdc
export NUM_CORES = 4
export LEC_CHECK = 1
export CORE_AREA = 10 10 100 100
export DIE_AREA = 0 0 110 110
==> design/flow/constraint.sdc <==
current_design ex50

set clk_period 4.7
set clk_io_pct 0.2

create_clock -name clk0 -period $clk_period [get_ports {clk}]

set non_clock_inputs [all_inputs -no_clocks]
set_input_delay [expr $clk_period * $clk_io_pct] -clock clk0 $non_clock_inputs
set_output_delay [expr $clk_period * $clk_io_pct] -clock clk0 [all_outputs]
==> impl_metrics.ini <==
; yosys + openroad results
[final_timing]
period_used_share = 0.692
period_needed_ps = 3250
skew_ps = 8.16
finalSetupViolations = 0
max_freq_mhz = 308
rsz0062_at_grt = no
drv_slew = 0
hold_violations = 0
relSlewSlack = 0.645
tightest_slew_ps = 530
hold_slack_ps = 472
setup_tns_ps = 0
setup_ws_ps = 1450

[floorplanning]
fp-row-count = 32
coreArea_um2 = 7810
die-area_um2 = 12100
boundaryPins = 25
die_w_um = 110
chipHeight_um = 110
fp_util = 0.144

[detailed_routing]
wl_per_cell_um = 12.2
drtPass1Iterations = 5
wirelength_um = 3130
via_per_inst = 4.00
post-route-drc-count = 0
diodes = 0
postRouteAntennaNets = 0
vias = 1023
drt_iter0_markers = 64

[global_route]
grt_overflow = 0
antenna_found_initial = 0
grt_pass1_wl_um = 5070
grt_pass1_vias = 980
grt_max_degree = 15
grt_usage = 0.0525

[clocking]
post_cts_resized = 0
clk_latency_ps = 250
root_buffer = clkbuf_8
hold_buffers = 0
cts_tree = built
cts_buffer_depth = 2
clock_sinks = 14
cts_setup_buffers = 0
cts_buffers = 3
path_clk_slew_ps = 60
cts_max_level = 1

[critical_path]
cp.depth = 9
worst_path_max_delay_cell = clkdlybuf4s50_1
crit_path_max_incr_delay_ps = 500
critPathBufInv = 2
cp_cell_sequence = clkdlybuf4s50_1 -> inv_1 -> ha_1 -> a22oi_1 -> ha_1 -> nor2b_1 -> o21bai_1 -> and4_1 -> a311o_1
cp-end-kind = flop
crit_arrival_ps = 3380
crit_required_ps = 4830
rr_worst_depth = 11
cp_max_fo = 4
timing.rr.start = state[0]
startpoint_type = primary input
crit_type = primary input to flop
cp-startpoint = product_sel[0]
r2r-end = change[2]
regToRegSetupSlack_ps = 2120
cp_top_family = AND-OR/OR-AND gates
cp_common_cell = ha_1
crit_end = total[3]

[cells_and_area]
drive_above_1_share = 0.0974
area_growth_pct = 35.1
mostFrequentLayoutCell = clkdlybuf4s50_1
final_util = 0.195
final_cell_mix = clkdlybuf4s50_1 (24), dfxtp_1 (14), ha_1 (13)
fin_cells = 256
final_area_um2 = 1520

[synthesis]
synthArstFlopShare = 0
ys.flop_type = dfxtp_1
ys_area_um2 = 1130
syn_inst = 130
edf_count = 0
synth_seq_share = 0.249
syn_area_per_cell_um2 = 8.67
ys_ff = 14
ys_types = 48
yosysWarnings = 2
ys_cells = 130
syn_area_um2 = 1130

[flow_run]
cap_violations = 0
tool_warnings = 32

[placement]
gp_congestion = 0.869
placed_area_um2 = 1470
dpl.hpwl_um = 2510
dp_slack_ps = 1220
placedCellCount = 252
portBuffers = 24

[outcome]
status = completed

[hold_path]
min-delay-path-class = flop to flop

[power]
vdd_drop_max_mv = 0.0535
powerDensity_nw_per_um2 = 187
power.total_uw = 284
p_leak_nw = 0.566
how the worst min path moves through the flow:
stage	from	endpoint	slack [ps]	depth (start not counted)
CTS	flop	flop	480	2
global route	flop	flop	500	2
finish	flop	flop	470	2
per-layer routing:
metal	track usage	share of wire	routed length, um	vias to the layer above
li1	-	-	-	517
met1	0.0784	0.51	1590	462
met2	0.0732	0.40	1240	39
met3	0.0165	0.083	258	5
met4	0.00836	0.012	36	0
met5	0	0	0	-
where the power goes:
part	internal [mW]	switching [mW]	total, mW
Combinational	0.0203	0.0197	0.0399
Sequential	0.121	0.00327	0.124
Clock	0.0742	0.0463	0.120
Total	0.215	0.0692	0.284
worst reg2reg max path, stage by stage (launching register included):
cell and delay, ps:
dfxtp_1 600, nand2b_4 100, nor2_2 320, nand2_1 90, o21ai_1 130, ha_1 190, inv_1 50, fa_1 400
xor2_1 170, a22o_1 210, a22oi_1 140, nor2_1 60
synth_stat cells, types with 2 or more instances:
master | n | area (um^2)
nand3_1 | 4 | 20.0
a2bb2oi_1 | 2 | 17.5
a21o_1 | 2 | 15.0
ha_1 | 13 | 163
inv_2 | 2 | 7.51
o21bai_1 | 2 | 15.0
nor3_1 | 2 | 10.0
fa_1 | 2 | 40.0
nand2b_4 | 3 | 41.3
o21ai_1 | 2 | 10.0
a31oi_1 | 2 | 12.5
a22oi_1 | 6 | 45.0
xor2_1 | 2 | 17.5
dfxtp_1 | 14 | 280
nor2_1 | 12 | 45.0
inv_1 | 11 | 41.3
a21oi_1 | 7 | 35.0
o2111ai_1 | 2 | 17.5
a22o_1 | 4 | 35.0
nand2_1 | 8 | 30.0
cells by family after synthesis:
kind of cell | count (synthesis) | synth area share
xor gates and xnor gates | 3 | 0.0233
DFF | 14 | 0.249
AOI/OAI and AO/OA | 38 | 0.259
and+or+nand+nor | 43 | 0.222
adders and majority gates | 15 | 0.180
buffers and inverters | 17 | 0.0677
final cells by class:
class / count / area, um^2
clock buffers: 4 / 55.1
inverters: 13 / 48.8
flip-flops and latches: 14 / 280
multi-input cells: 99 / 771
fillers: 861 / 6280
well taps: 102 / 128
repair buffers: 24 / 240
registers in the layout, indices dropped and copies added (netlist names), named ones only:
signal,cells
change,5
total,5
state,3
Power and IR drop assume default switching activity.
