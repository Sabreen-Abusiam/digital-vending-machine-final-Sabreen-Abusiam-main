==> /design/flow/design.v <==
module ex44(
    input  [4:0] a,
    input  [4:0] b,
    input  [1:0] op,
    output reg [4:0] result,
    output reg carry,
    output reg zero,
    output reg negative
);
    reg [5:0] temp;
    always @(*) begin
        carry = 1'b0;
        case (op)
            2'b00: begin
                temp   = a + b;
                result = temp[4:0];
                carry  = temp[5];
            end
            2'b01: begin
                temp   = a - b;
                result = temp[4:0];
                carry  = temp[5];
            end
            2'b10: begin
                result = a & b;
            end
            2'b11: begin
                result = a | b;
            end
            default: begin
                result = 5'd0;
            end
        endcase
        zero     = (result == 5'd0);
        negative = result[4];
    end
endmodule
==> /design/flow/run.sh <==
#!/bin/bash
# OpenROAD 26Q1-2900-gdf79404cd8, Yosys 0.63+post, stock flow scripts
make -C /OpenROAD-flow-scripts/flow DESIGN_CONFIG=/design/flow/config.mk WORK_HOME=/design/flow/orfs finish
==> /design/flow/config.mk <==
export PLATFORM = sky130hd
export DESIGN_NAME = ex44
export DESIGN_NICKNAME = ex44
export VERILOG_FILES = /design/flow/design.v
export SDC_FILE = /design/flow/constraint.sdc
export NUM_CORES = 4
export LEC_CHECK = 1
export CORE_AREA = 10 10 70 70
export DIE_AREA = 0 0 80 80
==> /design/flow/constraint.sdc <==
current_design ex44

set clk_period 4.4
set clk_io_pct 0.2

create_clock -name clk0 -period $clk_period

set non_clock_inputs [all_inputs -no_clocks]
set_input_delay [expr $clk_period * $clk_io_pct] -clock clk0 $non_clock_inputs
set_output_delay [expr $clk_period * $clk_io_pct] -clock clk0 [all_outputs]
==> out/writeup.txt <==
The flow ran to the end, and the final reports show no timing, DRC or antenna violations. The post-placement cell area is 933.4 um2. For the number of warnings printed during yosys synthesis, the log shows 1. The highest attainable clock frequency is 230.5 MHz. In this run the static leakage power is 0.4055 nW. Detailed placement ended at an HPWL of 1.469 mm. The total area of sequential cells is 0 um2, and the smallest hold slack is 2927 ps. The run gives 20 for the I/O pin count.

The leading area contributor after synthesis is sky130_fd_sc_hd__ha_1. Measured along the x axis, the die boundary spans 80 um. The antenna violation net count after detailed routing is 0, and the final setup violation count is 0.

The power density over the cells was 104.7 nW/um2. The detailed-routing iteration count for the pre-antenna-repair pass was 4; the tally of OpenROAD warnings was 43. Compared with the post-synthesis result, the final layout area differs by 35.14%. Looking at the max-slew report, the worst-margin pin has a slew of 526.4 ps. Across all checked pins, the minimum headroom to the slew limit is 64.00%. The final count of pins violating max slew was 0. The final layout report lists a filler cell count of 378.

For the final cell utilization of the core, the log shows 27.33%. The final route contains 698 vias. The run gives 21 for the number of rows created at floorplan. The hold violation count in the final report is 0, and the peak ir drop on the vdd network is 28.06 uV. The switching part of the total works out to 45.72%. The number of antenna violations at the first check in global routing was 0; the remaining global-route overflow was 0. The worst setup path is launched from an input port.

Registers are responsible for 0% of the overall power. The count of hold-fix buffers inserted at cts was 0; the internal power consumption was 0.05306 mW. Total power for the finished layout comes to 0.09776 mW. The routed design ends up with an antenna cell count of 0. The run gives 0.04469 mW as the total net switching power. Setup repair after global routing could not meet its margin everywhere. The gate-level netlist out of Yosys references 35 unique cell types. The total die area was 6400 um2. The tools report the launch point of the critical path as b[0].

The path class of the tightest hold or removal check is input port to primary output. The core utilization at floorplan is 20.22%, and the time the final worst path needs with I/O delays and setup is 4339 ps. For the layout clock buffer count, the log shows 0.

The area fraction of the largest cell type after synthesis is 27.17%. For the number of DRC markers in iteration 0, the log shows 30. The run gives 933.4 um2 for the total non-filler cell area in the finished layout. Counting instances in the post-synthesis netlist gives the leading cell types as sky130_fd_sc_hd__ha_1, sky130_fd_sc_hd__inv_1, sky130_fd_sc_hd__a21oi_1. The main area contributors are sky130_fd_sc_hd__ha_1, sky130_fd_sc_hd__inv_1, sky130_fd_sc_hd__fa_1, sky130_fd_sc_hd__a21oi_1, sky130_fd_sc_hd__a2111oi_2. The synthesized netlist occupies a cell area of 690.7 um2. Overall global routing resource usage: 5.264%. The count of max-cap constraint violations is 0.

The overall routed net length is 1.688 mm, and the gate count of the mapped netlist is 88. For the clock share of power, the log shows 0%. Leaving out filler cells and counting taps, the final layout contains 153.

The count of placed standard cells including taps was 153; the worst endpoint data arrival time was 3460 ps. The number of global-route vias before repair came out at 632. The required time at the worst endpoint is listed as 3520 ps.

The count of input and output buffers is 20. With the area inside the core boundary at 3416 um2, the average detailed-routed wire length per instance is 11.03 um. The kind of end point of the critical path is a primary output. Sequential cells were found to cover 0% of the synthesized design area. In the finished design, the share of the clock period the worst path needs comes to 98.61%. The die is 80 um tall. The placement summary gives the final routability congestion estimate as 0.7824. The vias per cell works out to 4.562. Worst min-delay path startpoint: op[0]. The critical path in this run is classified as input port to primary output. In the routed design, unresolved DRC markers number 0. The run gives 0 for the post-CTS resize count.

The synth_stat.txt file lists the number of cells as 88. Yosys reports a chip area of 690.7 um2. With the global-route wire length before repair at 2.849 mm, the critical-path maximum fanout is 3.

With the share of power burned in combinational logic at 100.0%, the synthesized area per cell is 7.848 um2. The run gives 15 as the largest net degree at the start of global routing. Share of layout cells above drive strength 1: 11.21%. The count of flip-flops and latches was 0.
==> area by class of cell <==
| type | count | area [um2] | share of cell area [%] |
|---|---|---|---|
| inverter | 16 | 60.06 | 6.434 |
| multi-input combinational | 68 | 593.1 | 63.54 |
| tap | 46 | 57.56 | 6.166 |
| timing repair buffer | 23 | 222.7 | 23.86 |
==> cells by family after synthesis <==
logic type,after synthesis,share of synthesized area [%]
compound gates,23,25.55
fa+ha+maj,17,32.97
mux,1,3.261
simple gates,27,24.09
buf+inv,20,14.13
==> timing repair <==
item	4_1_cts	5_1_grt
buffers inserted	0	0
setup endpoints to repair	0	3
hold endpoints to repair	0	0
==> per-stage QoR <==
stage | setup TNS, ps | setup WS (ps)
2_1_floorplan | 0 | 1173
3_3_place_gp | 0 | 81.63
3_5_place_dp | 0 | 47.49
4_1_cts | 0 | 33.98
5_1_grt | -177.0 | -87.47
6_report | 0 | 61.07
==> power groups by stage <==
stage / Sequential [mW] / Combinational, mW / Clock (mW)
final: 0 / 0.0978 / 0
after global routing: 0 / 0.109 / 0
after CTS: 0 / 0.0994 / 0
==> metal layers <==
layer	GRT usage [%]	routed length, um	vias up
met5	0	0	-
met4	0	0	0
met3	1.136	113	0
met2	8.186	784	25
met1	7.677	790	324
li1	-	-	349
==> final timing paths <==
kind                     to  slack, ps  depth (start not counted)
worst max-delay path   zero         60                          8
worst min-delay path  carry       2930                          4
==> cell usage in the layout (no fill, tap or decap), drive strengths merged <==
cell	instances
nor3	3
nor4	2
o21bai	1
nand2b	2
nor2	5
ha	15
nand3b	2
nor4b	1
nor2b	4
o221ai	1
o31a	1
inv	16
o2bb2ai	1
and2	1
a211oi	1
nand2	4
a41oi	1
fa	2
o211ai	1
nand3	2
buf	3
clkdlybuf4s50	20
mux4	1
o21ai	4
a22oi	1
o31ai	1
a21oi	6
or4	1
a2111oi	3
o311a	1
==> critical path, stage by stage <==
cell and delay [ps]:
sky130_fd_sc_hd__clkdlybuf4s50_1 450, sky130_fd_sc_hd__ha_1 250, sky130_fd_sc_hd__fa_1 410, sky130_fd_sc_hd__or4_1 520, sky130_fd_sc_hd__nand2_1 70, sky130_fd_sc_hd__a21oi_1 80, sky130_fd_sc_hd__nor4b_2 280, sky130_fd_sc_hd__clkdlybuf4s50_1 500
Power figures rest on the tool's default switching activity, not on a simulated workload.
