`flow/design.v`:
```
module ex45(
    input  [4:0] a,
    input  [4:0] b,
    input  [2:0] op,
    output reg [4:0] result,
    output reg carry,
    output reg zero
);
    reg [5:0] tmp;
    always @(*) begin
        carry = 1'b0;
        case (op)
            3'b000: begin
                tmp    = a + b;
                result = tmp[4:0];
                carry  = tmp[5];
            end
            3'b001: begin
                tmp    = a - b;
                result = tmp[4:0];
            end
            3'b010: result = a & b;
            3'b011: result = a | b;
            3'b100: result = a ^ b;
            3'b101: result = ~a;
            3'b110: result = a << 1;
            3'b111: result = a >> 1;
            default: result = 5'd0;
        endcase
        zero = (result == 5'd0);
    end
endmodule
```
`flow/run.sh`:
```
#!/bin/bash
# OpenROAD 26Q1-2900-gdf79404cd8, Yosys 0.63+post, stock flow scripts
make -C /OpenROAD-flow-scripts/flow DESIGN_CONFIG=/design/flow/config.mk WORK_HOME=/design/flow/orfs finish
```
`flow/config.mk`:
```
export PLATFORM = sky130hd
export DESIGN_NAME = ex45
export DESIGN_NICKNAME = ex45
export VERILOG_FILES = /design/flow/design.v
export SDC_FILE = /design/flow/constraint.sdc
export NUM_CORES = 4
export LEC_CHECK = 1
export CORE_AREA = 10 10 70 70
export DIE_AREA = 0 0 80 80
```
`flow/constraint.sdc`:
```
current_design ex45

set clk_period 3.7
set clk_io_pct 0.2

create_clock -name clk0 -period $clk_period

set non_clock_inputs [all_inputs -no_clocks]
set_input_delay [expr $clk_period * $clk_io_pct] -clock clk0 $non_clock_inputs
set_output_delay [expr $clk_period * $clk_io_pct] -clock clk0 [all_outputs]
```
==> impl_metrics.yaml <==
# synthesis and place-and-route metrics
floorplan:
  die_w_um: 80
  initial_utilization: 0.2451
  design.portCount: 20
  floorplan.core_area_um2: 3416
  placementRows: 21
  dieHeight_um: 80
  total_die_size_um2: 6400
drt:
  detail_route.drc_violations: 0
  detailedRoute.firstIterationViolations: 85
  route.antenna.diode_count: 0
  dr_total_vias: 941
  drt.antenna.violating_nets: 0
  totalWireLength_um: 2505
  detail_route.first_pass.iterations: 4
  vias_per_cell: 4.568
  wire_per_inst_um: 12.16
cells_and_area:
  num-fill-cells: 336
  final_core_util: 0.3993
  flops: 0
  syn2layout_area_growth_pct: 62.93
  final_layout_size_suffix_gt1_frac: 0.2938
  n_clock_buffer: 0
  mostFrequentLayoutCells: "sky130_fd_sc_hd__buf_4 (27), sky130_fd_sc_hd__clkdlybuf4s50_1 (14), sky130_fd_sc_hd__inv_1 (12)"
  final_common_cell: "sky130_fd_sc_hd__buf_4"
  seq_area_um2: 0
global_routing:
  antenna_found_initial: 0
  grt_most_used_layer: "met2"
  grt_use_total: 0.07596
  grt_use_met1: 0.1104
  grt_pass1_vias: 938
  global_route_met2_usage: 0.1220
  pin_count_of_the_biggest_net_entering_global_routing: 30
  overflow: 0
  globalRouteMet3Util: 0.01136
  grt_first_pass_wirelength_um: 4160
logic_synthesis:
  netlist_top_cells_area: "sky130_fd_sc_hd__ha_1 (21%), sky130_fd_sc_hd__inv_1 (7.2%), sky130_fd_sc_hd__o32ai_1 (5.2%), sky130_fd_sc_hd__fa_1 (4.8%), sky130_fd_sc_hd__mux2i_1 (4.8%)"
  max_area_cell_share: 0.2093
  synth_area_um2: 837.1
  ys_warn_count: 1
  ys_cells: 117
  synthCells: 117
  syn-mean-instance-area_um2: 7.154
  ys_types: 37
  synth_area_leader_cell: "sky130_fd_sc_hd__ha_1"
  synth.yosys.seq_area_share: 0
  area_of_the_synthesized_netlist_per_yosys_stat_um2: 837.1
setup_path:
  worst_endpoint_required_time_ns: 2.96
  critical_path.most_common_cell: "sky130_fd_sc_hd__clkdlybuf4s50_1"
  timing.critical_path.cells: "clkdlybuf4s50_1 > inv_2 > ha_4 > inv_1 > a211o_1 > a311o_1 > nand3_1 > clkdlybuf4s50_1"
  critical-path-slowest-cell: "sky130_fd_sc_hd__clkdlybuf4s50_1"
  critical_path_arrival_ns: 2.86
  critical_path_class: "primary input to output port"
  critical-path-max-stage-delay_ns: 0.49
  critical_path.max_fanout: 4
  worst_setup_path_end_kind: "output port"
  setup.worst_path.start_class: "primary input"
timing:
  post-route-period-util: 0.9739
  period_minus_slack_ns: 3.603
  final-max-slew-violation-count: 0
  finish_stage_setup_viols: 0
  worst_slack_ns: 0.09662
  rsz0062_at_grt: "no"
  worstMarginPinSlew_ns: 0.3545
  fmax_ghz: 0.2775
  maxSlewHeadroom: 0.7630
  hold_viol: 0
power_and_ir_drop:
  p_leak_nw: 0.6466
  powerDensity_nw_per_um2: 133.3
  vdd_ir_drop_max_mv: 0.03801
job:
  max-cap-violations: 0
  log.warning_count: 41
place:
  portBuffers: 20
  detailedPlacementHpwl_um: 1969
  placement.setup.worst_slack_ns: -0.3678
  gp_congestion: 0.8501
worst_hold_path:
  hold_start: "a[1]"
  min_path_type: "primary input to output port"
  hold_path_end: "zero"
  whs_path_cells: 8
run_status:
  outcome: "finished, final reports clean"
final cells by class:
class	instances	area [µm²]	area share
Timing Repair Buffer	50	455.4	0.3339
Multi-Input combinational cell	94	790.8	0.5798
Inverter	16	60.06	0.04404
Tap cell	46	57.56	0.04220
report_power, final:
group	total [mW]	switching, mW	internal (mW)
clock network	0	0	0
logic	0.182	0.0774	0.104
registers	0	0	0
total	0.182	0.0774	0.104
per-stage QoR:
step | cells | TNS, ns | power [mW] | hold WS, ns | cell area, µm²
5_1_grt | 206 | 0 | 0.2008 | 2.461 | 1364
6_report | 206 | 0 | 0.1819 | 2.412 | 1364
4_1_cts | 204 | 0 | 0.1701 | 2.498 | 1309
3_3_place_gp | 201 | -1.105 | 0.1613 | 2.653 | 1270
3_5_place_dp | 201 | -1.173 | 0.1609 | 2.648 | 1270
2_1_floorplan | 117 | 0 | 0.07769 | 1.624 | 837.1
kinds of logic (layout without fill, tap and decap cells):
family,after synthesis,count (layout),synth area share
and+or+nand+nor,40,40,0.2705
AOI/OAI and AO/OA,33,33,0.2825
buffers and inverters,23,66,0.1315
adders and majority gates,16,16,0.2571
muxes,4,4,0.04783
xor gates and xnor gates,1,1,0.01047
worst max-delay path: cells and delay by family:
family / cells / cell delay, ns
buffers and inverters: 4 / 1.09
adders and majority gates: 1 / 0.27
and+or+nand+nor: 1 / 0.10
AOI/OAI and AO/OA: 2 / 0.67
Yosys cell counts:
master / n
sky130_fd_sc_hd__and2_1: 2
sky130_fd_sc_hd__fa_1: 2
sky130_fd_sc_hd__o21ai_1: 2
sky130_fd_sc_hd__o211ai_1: 1
sky130_fd_sc_hd__or2_4: 1
sky130_fd_sc_hd__a311o_1: 1
sky130_fd_sc_hd__nor2b_1: 4
sky130_fd_sc_hd__nand3_1: 5
sky130_fd_sc_hd__a21o_1: 4
sky130_fd_sc_hd__nor4_2: 1
sky130_fd_sc_hd__o22ai_1: 2
sky130_fd_sc_hd__or2_1: 1
sky130_fd_sc_hd__buf_2: 4
sky130_fd_sc_hd__nand2_1: 6
sky130_fd_sc_hd__a211o_1: 1
sky130_fd_sc_hd__a311oi_1: 1
sky130_fd_sc_hd__o32ai_1: 5
sky130_fd_sc_hd__a211oi_1: 3
sky130_fd_sc_hd__xor2_1: 1
sky130_fd_sc_hd__nor2_1: 7
sky130_fd_sc_hd__o221ai_1: 1
sky130_fd_sc_hd__buf_4: 1
sky130_fd_sc_hd__o311ai_1: 2
sky130_fd_sc_hd__mux2i_1: 4
sky130_fd_sc_hd__o21ai_0: 2
sky130_fd_sc_hd__a21oi_1: 6
sky130_fd_sc_hd__nand4b_1: 2
sky130_fd_sc_hd__ha_1: 14
sky130_fd_sc_hd__and3_1: 2
sky130_fd_sc_hd__nor2_2: 1
sky130_fd_sc_hd__buf_6: 2
sky130_fd_sc_hd__or2b_1: 2
sky130_fd_sc_hd__nor3_1: 1
sky130_fd_sc_hd__nand2b_1: 5
sky130_fd_sc_hd__o21bai_1: 1
sky130_fd_sc_hd__o2111ai_1: 1
sky130_fd_sc_hd__inv_1: 16
layer usage:
| metal | vias up | routed length, µm |
|---|---|---|
| met3 | 0 | 152 |
| met1 | 420 | 1218 |
| met4 | 0 | 0 |
| met2 | 17 | 1134 |
| met5 | - | 0 |
| li1 | 504 | - |
worst max-delay path by stage:
stage | from | endpoint | slack, ns | cells after the start
4_1_cts | b[2] | result[4] | 0.04 | 9
5_1_grt | a[3] | result[4] | 0.008 | 8
6_report | a[3] | result[4] | 0.1 | 8
what timing repair did:
item,4_1_cts,5_1_grt
hold buffers,0,0
setup endpoints to repair,6,6
endpoints found under the hold margin,0,0
pin swaps,5,5
buffers inserted,3,2
resized,11,13
Power figures rest on the tool's default switching activity, not on a simulated workload.
